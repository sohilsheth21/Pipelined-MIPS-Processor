## run.sh

```bash
#!/bin/bash
# OpenROAD 26Q1-2900-gdf79404cd8, Yosys 0.63+post, stock flow scripts
make -C /OpenROAD-flow-scripts/flow DESIGN_CONFIG=/design/flow/config.mk WORK_HOME=/design/flow/orfs finish
```

## constraint.sdc

```tcl
current_design ALU

set clk_period 31.0
set clk_io_pct 0.2

create_clock -name clk0 -period $clk_period

set non_clock_inputs [all_inputs -no_clocks]
set_input_delay [expr $clk_period * $clk_io_pct] -clock clk0 $non_clock_inputs
set_output_delay [expr $clk_period * $clk_io_pct] -clock clk0 [all_outputs]
```

## config.mk

```make
export PLATFORM = sky130hd
export DESIGN_NAME = ALU
export DESIGN_NICKNAME = ALU
export VERILOG_FILES = /design/flow/design.v
export SDC_FILE = /design/flow/constraint.sdc
export NUM_CORES = 4
export LEC_CHECK = 1
export CORE_UTILIZATION = 30
```

## design.v

```verilog
`timescale 1ns / 1ps
 module ALU(input [31:0]BusA, 	 
 			input [31:0]BusB,  
			input [3:0]ALUCtrl,  
			input [4:0]shmt,     
			output reg [31:0]BusW,   
			output reg Zero);    
	wire less, sra, temp, less1;
	wire signed [31:0] signed_BusA, signed_BusB,shift;
	assign signed_BusA = BusA;
	assign signed_BusB = BusB;
	assign less = ( signed_BusA <  signed_BusB  ? 1'b1 : 1'b0);
	assign less1 = ({1'b0,BusA} < {1'b0,BusB}  ? 1'b1 : 1'b0);
	assign shift = (BusB >> shmt);
	always @(ALUCtrl, BusA, BusB, less, shmt, less1, shift) begin
		case(ALUCtrl)
			4'b0000 : BusW <= BusA & BusB;
			4'b0001  : BusW <= BusA | BusB;
			4'b0010 : BusW <= BusA + BusB;
			4'b0011 : BusW <= BusB << shmt;
			4'b0110 : BusW <= BusA - BusB;
			4'b0100 : BusW <= shift;
			4'b0111 : BusW <= less;
			4'b1000: BusW <= BusA + BusB;
			4'b1001: BusW <= BusA - BusB;
			4'b1010 : BusW <= BusA ^ BusB;
			4'b1011: BusW <= less1;
			4'b1100 : BusW <= ~(BusA | BusB);
			4'b1101 : BusW <= $signed(BusB) >>>shmt;
			4'b1110 : BusW <= {BusB,16'b0};
			default : BusW <= 0;
		endcase
	end
	always @(BusW) begin
		if(BusW == 0) Zero <= 1;
		else Zero <= 0 ;
	end
endmodule
```

==> run notes <==
Quick summary of the implementation run below.

The detail route stage leaves a number of antenna-violating nets equal to 0. The post-route cell area came out at 12300 µm². The total iterations of the first detailed-routing run is 8.

The fraction of the core area occupied by cells at floorplan came out at 30.4%. The run finished with clean final reports. IR analysis of the VDD net gives a maximum drop of 0.0104 mV. STA puts the critical path data arrival time at 12.62 ns. The area share of the largest cell type after synthesis is 11.6%. After synthesis the cells add up to 10800 µm².

The synthesized design spends more area on one cell type than any other, namely ha_1. The global-route wire length before repair came out at 97400 µm. For this design the top-level I/O count stands at 106.

The required arrival time at the worst endpoint is 24.80 ns. Among all cell types in the netlist, the one instantiated most often is nor2_1. The power density over the cells came out at 20.4 nW/µm². The number of placed instances, taps included is 2033. The final count of hold timing violations is 0. Across all hold checks on the routed design, the worst slack comes to 13.61 ns. The design internal power is 0.0942 mW. The detailed router's first-iteration violation count came out at 1718. The share of cells above drive strength 1 is 12.0%. The number of instances resized during post-cts repair is 0.

Setup repair after global routing left no endpoint under its margin. The commonest cells after synthesis are 141 x nor2_1, 135 x nand2_1, 121 x a21oi_1. For reference, the placement row count at floorplan is 69. The transition time at the pin with the least slew margin came out at 1.01 ns. Post-synthesis, Yosys gives the total cell area as 10800 µm². Averaged over all synthesized cells, the footprint is 6.97 µm².

The vertical extent of the die came out at 192 µm. The count of placed standard cells in the final layout, fillers left out is 2036. The power consumption is 0.251 mW. The worst hold-check path type is primary input to output pin.

The worst-case headroom to the max-slew limit is 30.9%. In this run the layout overhead on the synthesized area is reported as 13.9%. The HPWL reported at the end of detailed placement is 53500 µm.

The ratio of final minimum period to clock period is 60.7%. Walking the worst path, the cells encountered are clkdlybuf4s50_1 -> inv_1 -> ha_1 -> nor2b_1 -> a2111oi_0 -> a211oi_1 -> nor2b_1 -> xnor2_1 -> a221o_1 -> nor4_1 -> nor4bb_1 -> nor4bb_1 -> nand4_1 -> nor2_1 -> clkdlybuf4s50_1. The total number of vias came out at 13900. The global placement routability congestion is 1.08. For this design, the CTS-stage hold fixing added 0 buffers.

The total global routing overflow is 0. The die span in x is 192 µm. The maximum operating frequency is 0.0531 GHz. The DRC violations left came out at 0.

The detailed-route vias per instance came out at 6.81. The capturing element type of the critical path is an output pin. The number of antenna violations at the first check in global routing is 2.

The number of different library cells in the post-synthesis netlist came out at 88. The delay of the slowest cell on the worst path came out at 0.91 ns. The logs give a warning total of 100. The yosys stat cell total is 1550.

After routing, the total negative slack on setup checks comes to 0 ns. The number of warnings reported in the yosys synthesis log is 1. The overall chip area is 36800 µm².

The clock buffer count in the final layout came out at 0. The total wirelength of the detailed-routed design came out at 68900 µm. The placement-stage cell area is 12300 µm². The slowest cell on the critical path is clkdlybuf4s50_1.

The maximum fanout along the worst path is 12. The number of setup buffers added after CTS is 0. Max-cap violations in this run came to 0.

By area the synthesized netlist is led by ha_1 12%, mux4_2 11%, a21oi_1 5.6%. The number of sequential cells reported for the layout is 0. The area of the core is 35500 µm². The number of cells produced by synthesis is 1550. The number of endpoints failing setup at the final stage came out at 0. The max-slew violation count came out at 0. STA shows the worst min-delay path finishing at BusW[11]. The number of instances on the worst hold path came out at 5. The pin count of the biggest net entering global routing came out at 53. The sequential area share after synthesis came out at 0%.

The critical path is of the primary input to output pin type. The final routed wire length divided by cell count came out at 33.9 µm. The leakage power came out at 4.83 nW. Per the layout area report, the register area comes to 0 µm². The worst setup path is launched from a primary input. Summed over all routing layers, the global router reports a total usage of 38.0%.

Per the hold report, the tightest min-delay path originates at shmt[3]. The switching component of the power was reported as 0.157 mW. The via count of the first global-routing pass came out at 12900.

The minimum clock period after layout is 18.82 ns. The net switching share of the total power came out at 62.5%. The count of port buffers added during placement came out at 106.
-- worst max-delay path by stage --
stage	startpoint	endpoint	slack, ns	cells past startpoint
4_1_cts	BusB[7]	Zero	12.39	15
5_1_grt	BusB[7]	Zero	12.17	15
6_report	BusB[7]	Zero	12.18	15
-- metrics by stage --
stage                     worst slack [ns]  util [%]
final                                12.18      34.7
after global routing                 12.17      34.6
after CTS                            12.39      34.6
after detailed placement             12.47      34.6
after global placement               12.51      34.6
after floorplan                      15.31         -
-- metal layers --
metal	wire [µm]	vias to the layer above	share of wire (%)	track usage [%]
li1	-	5965	-	-
met1	27900	6751	41	51.8
met2	30000	984	43	57.8
met3	7140	170	10	8.30
met4	3850	2	5.6	16.6
met5	13	-	0.019	0.549
-- logic make-up (layout without fill, tap and decap cells) --
kind of cell | count (synthesis) | after routing | synth area share, %
compound gates | 531 | 531 | 34.5
simple gates | 507 | 507 | 22.9
buf+inv | 253 | 275 | 9.69
mux | 139 | 139 | 19.6
fa+ha+maj | 102 | 102 | 12.0
xor+xnor | 18 | 18 | 1.46
other cells | 0 | 3 | 0
-- power by group through the flow --
stage / logic [mW] / clock network [mW] / registers (mW)
4_1_cts: 0.244 / 0 / 0
5_1_grt: 0.263 / 0 / 0
-- final cells by class --
type                       count  area [µm²]
antenna                        3        7.51
fill                        3795       23200
inverter                     106         398
multi-input combinational   1297        9800
tap                          461         577
timing repair buffer         169        1520
-- placed cells by master, fill, tap and decap left out, types with 17 or more instances in the layout --
master / count
o22ai_1: 18
buf_4: 66
nand3_1: 36
nand2_1: 135
ha_1: 100
clkdlybuf4s50_1: 102
a22oi_1: 20
nand2b_1: 23
o211ai_1: 25
nor3_1: 42
nor2b_1: 18
nand4_1: 17
nor2_1: 141
a211oi_1: 32
o21ai_0: 73
mux2i_1: 51
mux4_2: 53
a21oi_1: 121
mux2_2: 34
inv_1: 98
-- worst max-delay path, delay by kind of cell --
kind	cells	cell delay (ns)
fa+ha+maj	1	0.58
buf+inv	3	1.58
simple gates	7	2.49
compound gates	3	1.58
xor+xnor	1	0.20
Power is estimated from default activity; no workload was simulated.
