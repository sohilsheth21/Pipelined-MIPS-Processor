`design/flow/design.v`:
```
`timescale 1ns / 1ps
module DataMemory(address, write_data, read_data, mem_write, mem_read,clk);
input [5:0] address;
input [31:0] write_data;
input mem_read, mem_write;
input clk;
output [31:0] read_data;
reg [31:0] read_data;
reg [31:0] data_mem [63:0];  
always @ (posedge clk)
begin
if (mem_read == 1'b1) begin
read_data = data_mem [address];
end
end
always @ (negedge clk)
begin
if (mem_write == 1) begin
data_mem[address] = write_data;
end
end
endmodule
```
`design/flow/run.sh`:
```
#!/bin/bash
# OpenROAD 26Q1-2900-gdf79404cd8, Yosys 0.63+post, stock flow scripts
make -C /OpenROAD-flow-scripts/flow DESIGN_CONFIG=/design/flow/config.mk WORK_HOME=/design/flow/orfs finish
```
`design/flow/config.mk`:
```
export PLATFORM = sky130hd
export DESIGN_NAME = DataMemory
export DESIGN_NICKNAME = DataMemory
export VERILOG_FILES = /design/flow/design.v
export SDC_FILE = /design/flow/constraint.sdc
export NUM_CORES = 4
export LEC_CHECK = 1
export CORE_UTILIZATION = 30
```
`design/flow/constraint.sdc`:
```
current_design DataMemory

set clk_period 27.3
set clk_io_pct 0.2

create_clock -name clk0 -period $clk_period [get_ports {clk}]

set non_clock_inputs [all_inputs -no_clocks]
set_input_delay [expr $clk_period * $clk_io_pct] -clock clk0 $non_clock_inputs
set_output_delay [expr $clk_period * $clk_io_pct] -clock clk0 [all_outputs]
```
==> reports/qor.txt <==
Setup-failing EPs final: 0
Area share, top type: 79.3%
Post-synth top area cell: edfxtp_1
IO buf count: 72
EDFF count, synth: 2080
I/O Pins: 73
Status: finished, final reports clean
TritonCTS clock tree: done
Most common reg cell: edfxtp_1
Worst vdd ir: 0.0505 mV
Cells in synth_stat.txt: 4489
First-pass GRT wire length: 342 mm
Syn_area_per_cell: 17.5 sq um
Drt drc: 0
Post-synth regs: 2080
Post-synthesis async set-or-reset flop share: 0%
Die W: 514 microns
Dpl cell area: 84300 sq um
Die Span Y: 514 microns
CP endpoint kind: flop
DR iter-0 viols: 3716
Clk latency of the worst-skew pair: 0.85 ns
Instance count of the mapped netlist: 4489
Hold Fails Final Rpt: 0
CTS Buffer Depth: 3
Max FO, Critical Path: 32
Chip area: 265000 sq um
Clock Skews: 0.0737 ns
Post-CTS Setup Repair Bufs: 0
Setup CP Type: in -> reg
Top Layout Cells: inv_1 (2096), edfxtp_1 (2080), a221oi_1 (339)
Avg WL per Cell: 22.7 microns
Layout cells sized above 1: 10.9%
Final wirelength: 236 mm
Post-CTS resize count: 0
Area growth syn-to-layout: 25.7%
Site Rows: 187
Power density over the cells: 80.2 nW/um^2
GPL Wtd Cong: 0.983
Worst EP required: 14.06 ns
Yosys warns: 1
Root Driver: clkbuf_16
Slew margin rel.: 39.6%
Sink Count: 2080
Cell Type Count: 49
# hold bufs at CTS: 0
Post-DP HPWL: 140 mm
Max-Cap Viols: 0
Final Util: 38.0%
Pre-antenna DRT Iters: 8
Tightest Pin Transition: 0.904 ns
RSZ-0062 raised after global routing: no
Tool warning count: 1033
Post-DRT Antenna Nets: 0
Pin count of the biggest net entering global routing: 106
Slew Viols, Final: 0
Leakage: 39.2 nW
Dominant logic cell type in the layout: inv_1
Design Area, Final: 99000 sq um
Min-delay worst type: in -> reg
Clock-pin slew on the worst setup and hold paths: 0.07 ns
H-tree depth: 4
Post-Syn Area: 78800 sq um
Startpoint Class: input port
Grt ovf: 0
Total track usage: 19.1%
Vias: 50871
Worst hold slack: 5.19 ns
Core box area: 260000 sq um
Initial antenna violation count: 20
Top cells by area: edfxtp_1 (79%), a221oi_1 (3.8%), mux2i_1 (2.7%)
Fin Setup TNS: 0 ns
Register area share after synthesis: 79.3%
YS chip area: 78800 sq um
Via density: 4.90
Vias in the first global route: 55440
Fp util: 30.3%
TritonCTS Buffers: 205
CP arrival: 8.37 ns
[through the flow]
step	power, mW	worst slack [ns]	cells
2_1_floorplan	4.23	5.06	4489
3_3_place_gp	4.44	5.00	7922
3_5_place_dp	4.45	4.96	7922
4_1_cts	8.05	5.81	10347
5_1_grt	8.46	5.64	10380
6_report	7.94	5.70	10389
[synthesized netlist by cell type (all sizes together) (2+ instances only)]
cell type,instances
o2111ai,15
nand2b,2
o32ai,11
nand3b,6
and3b,3
mux2i,214
a2111oi,2
buf,165
mux4,34
a22o,38
edfxtp,2080
nor3,31
mux2,69
a221oi,339
a221o,14
a22oi,267
clkbuf,174
nor2,207
nand3,21
or3b,2
or3,15
nor3b,2
o311a,2
and2,4
a222oi,15
o211ai,18
a211oi,28
o211a,2
o22ai,115
inv,3
a31oi,13
nor2b,8
nand4,3
or4,16
o21ai,226
a21oi,152
nand2,158
o221ai,8
nor4,2
[logic make-up (layout without fill, tap and decap cells)]
group,count (synthesis),after routing,share of synthesized area [%]
flip-flops,2080,2080,79.3
AND-OR/OR-AND,1269,1269,11.5
AND/OR/NAND/NOR,481,481,2.63
buffers and inverters,342,2704,1.92
multiplexers,317,317,4.68
other,0,42,0
[report_power, final]
group	leakage, nW	switching (mW)	internal [mW]
combinational	6.17	0.290	0.101
clock	14.3	1.93	2.05
sequential	18.7	0.00606	3.57
total	39.2	2.22	5.72
[sequential cells by signal (all words and copies together), names as in the netlist]
signal / cells
data_mem: 2048
read_data: 32
[layer usage]
layer / global-route usage (%) / vias up / part of all wire [%]
met5: 2.48 / - / 0.25
met4: 8.80 / 32 / 3.7
met3: 16.3 / 426 / 16
met2: 27.2 / 3045 / 46
met1: 19.4 / 24298 / 33
li1: - / 23070 / -
[path summary, 6_finish.rpt]
path | from | endpoint | slack, ns | depth (start not counted)
worst min register to register | data_mem[7][23] | read_data[23] | 14.50 | 4
worst min-delay path | mem_read | read_data[0] | 5.19 | 2
worst max-delay path | address[1] | data_mem[6][7] | 5.70 | 7
worst max register to register | data_mem[51][26] | read_data[26] | 10.79 | 5
[area by class of cell]
cell class | instances | area [sq um]
Clock inverter | 2208 | 9230
Fill cell | 23431 | 161000
Clock buffer | 218 | 5310
Tap cell | 3496 | 4370
Timing Repair Buffer | 276 | 2130
Sequential cell | 2080 | 62500
Antenna cell | 42 | 105
Inverter | 2 | 17.5
Multi-Input combinational cell | 2067 | 15400
[worst max-delay path, stage by stage]
cell and delay, ns:
buf_8 0.25, nor2b_4 0.62, buf_4 0.61, nand3_1 0.40, buf_4 0.36, nor2_4 0.10
buf_4 0.48
No activity file was given, so power comes from the tool's default toggle rates.
