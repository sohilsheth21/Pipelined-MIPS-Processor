<file path="design/flow/config.mk">
export PLATFORM = sky130hd
export DESIGN_NAME = registerfile
export DESIGN_NICKNAME = registerfile
export VERILOG_FILES = /design/flow/design.v
export SDC_FILE = /design/flow/constraint.sdc
export NUM_CORES = 4
export LEC_CHECK = 1
export CORE_UTILIZATION = 30
</file>
<file path="design/flow/design.v">
`timescale 1ns / 1ps
module registerfile(input [4:0]Ra,  
					input [4:0]Rb,  
					input [4:0]Rw,  
					input [31:0]Bw, 
					input clk,      
					input Regwr,    
					output reg [31:0]Ba, 
					output reg [31:0]Bb, 
					input reset);
(* keep = "true" *)	reg [31:0]rf[0:31];  
   integer i;
   always@(posedge clk, negedge reset) begin 
                          if (reset == 0) for (i=0; i<32; i=i+1) rf[i] <= 32'h0;
                          else if(Regwr == 1 && Rw != 0)  rf[Rw] <= Bw;          
                          end 
	always @(*) begin
	               Ba <= rf[Ra];  
	               Bb <= rf[Rb];
	            end
endmodule
</file>
<file path="design/flow/constraint.sdc">
current_design registerfile

set clk_period 7.0
set clk_io_pct 0.2

create_clock -name clk0 -period $clk_period [get_ports {clk}]

set non_clock_inputs [all_inputs -no_clocks]
set_input_delay [expr $clk_period * $clk_io_pct] -clock clk0 $non_clock_inputs
set_output_delay [expr $clk_period * $clk_io_pct] -clock clk0 [all_outputs]
</file>
<file path="design/flow/run.sh">
#!/bin/bash
# OpenROAD 26Q1-2900-gdf79404cd8, Yosys 0.63+post, stock flow scripts
make -C /OpenROAD-flow-scripts/flow DESIGN_CONFIG=/design/flow/config.mk WORK_HOME=/design/flow/orfs finish
</file>
==> impl_metrics.tcl <==
# yosys + openroad results
set metrics [dict create \
    cts-root-to-sink-buffers 3 \
    setup_slack_ps 324 \
    clkPwrFrac_pct 37.5 \
    num_vias 45900 \
    cp-start-kind "primary input" \
    worst_skew_pair.late_latency_ps 780 \
    yosys_most_used_dff "dfrtp_1" \
    synthSimpleGateAreaFrac_pct 6.94 \
    numCtsBuffers 113 \
    areaGrowthSynthToFinish_pct 18.9 \
    cts_resized 0 \
    placement_rows 151 \
    openroad.warnings 46 \
    xor_share_pct 0 \
    drt-total-wl_mm 301 \
    dpl-instance-area_sq_um 57100 \
    synth.top_cells.by_area "dfrtp_1 50%, mux2_2 22%, a22oi_1 10%, clkbuf_1 1.7%, nand2_1 1.5%" \
    hold_depth 0 \
    drt-wirelength-per-cell_microns 44.1 \
    gr-total-overflow 0 \
    ys_seq_share_pct 49.8 \
    synth_stat.cells 4373 \
    finalWeightedCongestion 1.08 \
    grt_start_max_net_pins 124 \
    max_flop_register "rf" \
    finalCritPeriodShare_pct 95.4 \
    global_route.usage.total_pct 35.5 \
    synthDistinctLibCells 68 \
    postCtsSetupRepairBufs 0 \
    p_switching_mw 5.24 \
    port_buffers 113 \
    worstHoldPathType "flop to flop" \
    worstPathArrival_ps 5280 \
    power_frac_seq_pct 47.3 \
    worstRegToRegCells 1 \
    netlist_logic_family_top "multiplexers" \
    drc 0 \
    r2r-end "rf[23][17]" \
    power.switching_fraction_pct 30.0 \
    critical_path.endpoint "Ba[30]" \
    hold_violations 0 \
    post_synth_ao_oa_area_fraction_pct 15.8 \
    reg.largest.list "rf: 1024 flops" \
    core_area_sq_um 170000 \
    post-route-min-period_ps 6680 \
    mux_area_share_pct 23.8 \
    fillerInstances 16200 \
    cts_hold_repair.buffers 0 \
    post-synth-top-area-cell "dfrtp_1" \
    critPathRequiredTime_ps 5600 \
    r2r_slack_ps 6080 \
    floorplan.die_area_sq_um 173000 \
    io-pin-count 114 \
    yosys.area.top_type_share_pct 49.8 \
    worstSetupEndpointType "output pin" \
    maxCapViolCount 0 \
    power_frac_comb_pct 15.2 \
    largest_register_ffs 1024 \
    run_status "complete, no violations" \
    pre_cts_ws_ps 408 \
    floorplanUtilization_pct 30.3 \
    yosys_register_bits 1024 \
    p_int_mw 12.2 \
    grt_pass1_vias 44700 \
    drtIter0Drc 5734 \
    antenna_violating_nets_post_route 0 \
    max_slew_margin_pct 21.2 \
    rr_startpoint "rf[23][17]" \
    final-instance-count-excl-fill 6841 \
    synth_area_per_cell_sq_um 11.8 \
    p_leak_nw 26.2 \
    worstMarginPinSlew_ps 1180 \
    rsz0062_at_grt "no" \
    place_inst 6607 \
    hold_ws_ps 404 \
    pwrdens_nw_per_um2 285 \
    synth.cell_area_sq_um 51500 \
    h-tree-depth 3 \
    yosys.area_share.adder_pct 0 \
    launching_element_of_the_worst_setup_path "Ra[2]" \
    setup-violations-final 0 \
    numClockSinks 1024 \
    post-route-cell-area_sq_um 61200 \
    first_pass_grt_wire_length_mm 403 \
    synth-async-reset-ratio_pct 100 \
    final_design_utilization_pct 36.0 \
    setup_tns_ps 0 \
    netlist_instances 4373 \
    post_drt_via_cell_ratio 6.70 \
    ir_worst_vdd_v 0.000203 \
    tritoncts "built" \
    clk_transition_reported_paths_ps 60 \
    clock.fmax_mhz 150 \
    number_of_antenna_violations_at_the_first_check_in_global_routing 17 \
    clock_tree.root_cell "clkbuf_16" \
    critical_path_class "primary input to output pin" \
    floorplan.die.width_microns 416 \
    die-height_microns 416 \
    edff_count_synth 0 \
    skew_ps 0 \
    firstDrtPassIters 9 \
    post_route_cells_drive_above_1_share_pct 36.8 \
    timing_max_transition_violations_final 0 \
    total_power_mw 17.5 \
    cp_max_fanout 22 \
    yosys_warnings 2 \
    synth_chip_area_sq_um 51500 \
    dp_hpwl_mm 197 \
]
power by group through the flow:
stage / registers, mW / logic [mW] / clock network [mW]
5_1_grt: 8.34 / 2.79 / 6.79
4_1_cts: 8.19 / 2.61 / 6.59
6_report: 8.26 / 2.65 / 6.55
layout make-up:
| type | instances | area (sq um) | area share [%] |
|---|---|---|---|
| Sequential cell | 1024 | 25600 | 41.9 |
| Multi-Input combinational cell | 2899 | 24500 | 40.1 |
| Timing Repair Buffer | 463 | 4180 | 6.83 |
| Clock buffer | 156 | 3280 | 5.36 |
| Tap cell | 2218 | 2780 | 4.53 |
| Clock inverter | 55 | 744 | 1.22 |
| Antenna cell | 23 | 57.6 | 0.0940 |
| Inverter | 3 | 11.3 | 0.0184 |
worst min path at each step:
stage	startpoint	end	slack, ps
4_1_cts	rf[0][27]	rf[0][27]	400
5_1_grt	rf[0][9]	rf[0][9]	420
6_report	rf[0][7]	rf[0][7]	400
cells by family (layout without fill, tap and decap cells):
kind of cell    count (synthesis)  in the layout
compound gates               1083           1083
simple gates                  728            728
other cells                     0             23
mux                          1088           1088
buf+inv                       450            677
flops                        1024           1024
synth_stat cells (33+ instances only):
library cell  number
nand2_1          206
a22o_1            64
mux2i_1           53
clkbuf_1         231
nor2_1           165
a22oi_1          711
buf_1             60
mux2_2          1027
buf_2            151
a21oi_1           74
nand3_1           49
a221oi_1          33
dfrtp_1         1024
nand4_1           88
nor3_1            69
per-layer routing:
metal | part of all wire (%) | track usage, % | vias to the layer above
met5 | 0.044 | 0.472 | -
met4 | 8.9 | 24.0 | 12
met3 | 15 | 19.4 | 1341
met2 | 40 | 47.6 | 3922
met1 | 36 | 43.8 | 23400
li1 | - | - | 17100
layout by cell type, fill, tap and decap left out, types with 11 or more instances in the layout:
master,n
mux2_2,1027
dfrtp_1,1024
a22oi_1,711
buf_4,314
nand2_1,192
nor2_1,116
clkbuf_16,115
clkdlybuf4s50_1,102
nand4_1,88
a21oi_1,74
nor2_4,67
nor3_1,64
a22o_1,64
mux2i_1,53
nand3_1,47
buf_12,37
a221oi_1,33
nor4_1,27
o21ai_0,27
clkbuf_8,25
diode_2,23
a32oi_1,23
a31oi_1,21
clkinv_2,19
a222oi_1,17
clkbuf_1,16
nand2b_1,15
nand2_2,15
a2111oi_0,15
bufinv_16,15
and2_1,13
nand3b_1,12
nor2b_1,12
and4_1,12
o22ai_1,11
o211ai_1,11
clkinvlp_4,11
worst max-delay path, stage by stage:
cell and delay, ps:
buf_2 490, buf_4 560, buf_4 360, nor2_1 90, buf_4 200, a32oi_1 260, o211ai_1 120, a2111oi_1 950
a31oi_1 300, clkdlybuf4s50_1 480
Power is estimated from default activity; no workload was simulated.
